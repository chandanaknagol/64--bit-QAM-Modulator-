===== flow/run.sh =====
#!/bin/bash
# OpenROAD 26Q1-2900-gdf79404cd8, Yosys 0.63+post, stock flow scripts
make -C /OpenROAD-flow-scripts/flow DESIGN_CONFIG=/design/flow/config.mk WORK_HOME=/design/flow/orfs finish

===== flow/config.mk =====
export PLATFORM = sky130hd
export DESIGN_NAME = fifo_v2
export DESIGN_NICKNAME = fifo_v2
export VERILOG_FILES = /design/flow/design.v
export SDC_FILE = /design/flow/constraint.sdc
export NUM_CORES = 4
export LEC_CHECK = 1
export CORE_UTILIZATION = 40

===== flow/constraint.sdc =====
current_design fifo_v2

set clk_period 2.4
set clk_io_pct 0.2

create_clock -name clk0 -period $clk_period [get_ports {read_clk}]
create_clock -name clk1 -period $clk_period [get_ports {write_clk}]

set non_clock_inputs [all_inputs -no_clocks]
set_input_delay [expr $clk_period * $clk_io_pct] -clock clk0 $non_clock_inputs
set_output_delay [expr $clk_period * $clk_io_pct] -clock clk0 [all_outputs]

===== flow/design.v =====
`timescale 1ns / 1ps
module fifo_mem (
  input write_clk, write_enable, read_clk, read_enable,
  input [3:0] write_pointer, read_pointer,
  input [7:0] data_in,
  input full, empty,
  output reg [7:0] data_out
);
  reg [7:0]		     fifo_data[0:3];
  always@(posedge write_clk) begin
    if(write_enable & !full) begin
      fifo_data[write_pointer[2:0]] <= data_in;
    end
  end
  always@(posedge read_clk) begin
    if(read_enable & !empty) begin
      data_out <= fifo_data[read_pointer[2:0]];
    end
  end
endmodule
`timescale 1ns / 1ps
module fifo_v2(
	    input wire	     write_clk,
	    input wire	     write_rst_n,
		input wire	     read_clk,
	    input wire	     read_rst_n,
	    input wire [7:0] data_in,
	    input wire	     write_enable,
	    input wire	     read_enable,
	    output reg [7:0] data_out,
	    output reg	     full,
	    output reg	     empty
    );
  wire [3:0] write_pointer_sync, read_pointer_sync;
  wire [3:0] write_pointer, read_pointer;
  wire [3:0] write_gray_pointer, read_gray_pointer;
  wire empty_ff, full_ff;
  wire [7:0] data_out_ff;
  always @(*) begin
  full = full_ff;
  empty = empty_ff;
  data_out = data_out_ff;
  end
  sync_fifo_ff_syn  sync_wptr (write_clk, write_rst_n, write_gray_pointer, write_pointer_sync);
  sync_fifo_ff_syn  sync_rptr (read_clk, read_rst_n, read_gray_pointer, read_pointer_sync);
  wptr_handler  wptr_h(write_clk, write_rst_n, write_enable,read_pointer_sync,write_pointer,write_gray_pointer,full_ff);
  rptr_handler  rptr_h(read_clk, read_rst_n, read_enable,write_pointer_sync,read_pointer,read_gray_pointer,empty_ff);
  fifo_mem    fifom(write_clk, write_enable, read_clk, read_enable,write_pointer, read_pointer, data_in,full,empty, data_out_ff);
endmodule
`timescale 1ns / 1ps
module rptr_handler (
  input read_clk, read_rst_n, read_enable,
  input [3:0] write_pointer_sync,
  output reg [3:0] read_pointer, read_gray_pointer,
  output reg empty
);
  wire [3:0] read_pointer_next;
  wire [3:0] read_gray_pointer_next;
  wire empty_next;
  assign read_pointer_next = read_pointer+(read_enable & !empty);
  assign read_gray_pointer_next = (read_pointer_next >>1)^read_pointer_next;
  always@(posedge read_clk or negedge read_rst_n) begin
    if(!read_rst_n) begin
      read_pointer <= 0;
      read_gray_pointer <= 0;
	  empty <= 1'd1;
    end
    else begin
      read_pointer <= read_pointer_next;
      read_gray_pointer <= read_gray_pointer_next;
	  empty <= empty_next;
    end
  end
  assign empty_next = (read_gray_pointer_next == write_pointer_sync);
endmodule
`timescale 1ns / 1ps
module sync_fifo_ff_syn(
	    input wire	     clk,
	    input wire	     rst_n,
	    input wire [3:0]     data_in,
	    output reg [3:0]    data_out
    );
   reg 		     data_mid;
   always @(posedge clk or negedge rst_n)
     begin
	if (rst_n == 1'b0) begin
	   data_out <= 1'b0;
	   data_mid <= 1'b0;
	end else begin
	   data_out <= data_mid;
	   data_mid <= data_in;
	end  
     end  
endmodule
`timescale 1ns / 1ps
module wptr_handler (
  input write_clk, write_rst_n, write_enable,
  input [3:0] read_pointer_sync,
  output reg [3:0] write_pointer, write_gray_pointer,
  output reg full
);
  wire [3:0] write_pointer_next;
  wire [3:0] write_gray_pointer_next;
  wire full_next;
  assign write_pointer_next = write_pointer+(write_enable & !full);
  assign write_gray_pointer_next = (write_pointer_next >>1)^write_pointer_next;
  always@(posedge write_clk or negedge write_rst_n) begin
    if(!write_rst_n) begin
      write_pointer <= 0;
      write_gray_pointer <= 0;
	  full <= 0;
    end
    else begin
      write_pointer <= write_pointer_next;
      write_gray_pointer <= write_gray_pointer_next;
	  full <= full_next;
    end
  end
  assign full_next = (write_gray_pointer_next == {~read_pointer_sync[3:2], read_pointer_sync[1:0]});
endmodule

==> report_table.html <==
<h3>Run summary</h3>
<table>
<tr><th>Metric</th><th>Value</th></tr>
<tr><th colspan="2">Critical path</th></tr>
<tr><td>Startpoint of the most critical register-to-register path</td><td>rptr_h.read_pointer[0]</td></tr>
<tr><td>Critical path class</td><td>reg2out</td></tr>
<tr><td>Buffer and inverter count on the worst path</td><td>1</td></tr>
<tr><td>List of cells traversed by the critical path</td><td>clkdlybuf4s50_1</td></tr>
<tr><td>Cell family contributing the most delay on the critical path</td><td>flip-flops</td></tr>
<tr><td>Peak per-stage delay on the critical path</td><td>0.53 ns</td></tr>
<tr><td>Crit-path max FO</td><td>2</td></tr>
<tr><td>Crit path max-delay cell type</td><td>sky130_fd_sc_hd__dfstp_2</td></tr>
<tr><td>Kind of launch point of the worst setup path</td><td>flop</td></tr>
<tr><td>Req. time, crit path</td><td>1.92 ns</td></tr>
<tr><td>Crit path launch</td><td>rptr_h.empty</td></tr>
<tr><td>Critical path endpoint category</td><td>output pin</td></tr>
<tr><td>Arrival @ worst endpoint</td><td>1.22 ns</td></tr>
<tr><th colspan="2">Placement</th></tr>
<tr><td>Port buffer count</td><td>22</td></tr>
<tr><td>Post-Place Setup Slack</td><td>0.426 ns</td></tr>
<tr><td>HPWL after detailed placement</td><td>1.96 mm</td></tr>
<tr><td>Global placement routability congestion</td><td>0.740</td></tr>
<tr><th colspan="2">STA</th></tr>
<tr><td>Count of final max-slew check failures</td><td>0</td></tr>
<tr><td>Worst-case headroom to the max-slew limit</td><td>0.634</td></tr>
<tr><td># setup viols final</td><td>0</td></tr>
<tr><td>Final Hold Vio Count</td><td>0</td></tr>
<tr><td>Unrepaired setup endpoints after global routing</td><td>false</td></tr>
<tr><td>Largest clock skew in the final design</td><td>0.00802 ns</td></tr>
<tr><td>Final setup margin</td><td>0.697 ns</td></tr>
<tr><td>Total negative slack for setup checks</td><td>0 ns</td></tr>
<tr><td>Actual transition at the worst max-transition pin</td><td>0.549 ns</td></tr>
<tr><th colspan="2">Final layout</th></tr>
<tr><td>Filler Cells Inserted</td><td>401</td></tr>
<tr><td>Area growth syn-to-layout</td><td>21.6%</td></tr>
<tr><td>Layout cells sized above 1</td><td>0.222</td></tr>
<tr><th colspan="2">Floorplan</th></tr>
<tr><td>Core region area</td><td>4880 µm²</td></tr>
<tr><td>Cell Rows</td><td>25</td></tr>
<tr><td>Horizontal extent of the die</td><td>74.3 µm</td></tr>
<tr><td>Die outline area</td><td>5510 µm²</td></tr>
<tr><td>Die y size</td><td>74.3 µm</td></tr>
<tr><td>Top Ports</td><td>24</td></tr>
<tr><td>FP Util</td><td>0.428</td></tr>
<tr><th colspan="2">Global route</th></tr>
<tr><td>Antenna violations before repair</td><td>0</td></tr>
<tr><td>Vias in the first global route</td><td>981</td></tr>
<tr><td>Maximum number of pins on one net before global-route repair</td><td>17</td></tr>
<tr><td>GRT Overall Usage</td><td>0.132</td></tr>
<tr><td>First-pass GRT wire length</td><td>4.77 mm</td></tr>
<tr><td>Global route total overflow</td><td>0</td></tr>
<tr><th colspan="2">Yosys</th></tr>
<tr><td>Synthesized instance count</td><td>100</td></tr>
<tr><td>Yosys synthesis chip area</td><td>2090 µm²</td></tr>
<tr><td>Synthesis-stage register bit count</td><td>56</td></tr>
<tr><td>Yosys synthesis warning count</td><td>5</td></tr>
<tr><td>Yosys Instances</td><td>100</td></tr>
<tr><td>Synth cell types</td><td>27</td></tr>
<tr><td>Part of the Yosys area used for sequential elements</td><td>0.768</td></tr>
<tr><td>Cell area after technology mapping</td><td>2090 µm²</td></tr>
<tr><td>Avg Synthesized Cell Area</td><td>20.9 µm²</td></tr>
<tr><th colspan="2">Routing</th></tr>
<tr><td>Number of vias after detailed routing</td><td>945</td></tr>
<tr><td>DRT Wirelength</td><td>2.92 mm</td></tr>
<tr><td>Antenna cells</td><td>0</td></tr>
<tr><td>Via-per-instance ratio</td><td>4.68</td></tr>
<tr><td>Routed length per instance</td><td>14.4 µm</td></tr>
<tr><td>Iteration-0 DRC Markers</td><td>41</td></tr>
<tr><td>DR pass1 iterations</td><td>4</td></tr>
<tr><td>Final ANT Viol Nets</td><td>0</td></tr>
<tr><td>Total DRC errors in the routed layout</td><td>0</td></tr>
<tr><th colspan="2">Clock tree</th></tr>
<tr><td>Hold buffer count at CTS</td><td>0</td></tr>
<tr><td>Number of buffers added for setup after CTS</td><td>0</td></tr>
<tr><td>Clock transition time at the flip-flop clock pins of the worst setup and hold paths</td><td>0.07 ns</td></tr>
<tr><td># clock sinks</td><td>56</td></tr>
<tr><td>TritonCTS clock tree</td><td>done</td></tr>
<tr><td>Post-CTS Resized</td><td>0</td></tr>
<tr><th colspan="2">Flow run</th></tr>
<tr><td># Max-Cap Violations</td><td>0</td></tr>
<tr><td>Tool Warnings</td><td>26</td></tr>
<tr><th colspan="2">Power</th></tr>
<tr><td>Worst vdd ir</td><td>0.499 mV</td></tr>
<tr><td>Static Leakage</td><td>0.887 nW</td></tr>
<tr><td>Power per Cell Area</td><td>1200 nW/µm²</td></tr>
<tr><th colspan="2">Hold path</th></tr>
<tr><td>Worst hold path startpoint</td><td>rptr_h.read_gray_pointer[0]</td></tr>
<tr><td>Worst hold-check path type</td><td>reg2reg</td></tr>
<tr><th colspan="2">Run status</th></tr>
<tr><td>Outcome</td><td>finished clean</td></tr>
</table>
metal layers:
layer  share of wire  global-route usage
met5               0                   0
met4           0.016              0.0231
met3           0.060              0.0563
met2            0.49               0.197
met1            0.43               0.208
sequential cells by signal (all words and copies together) (netlist names):
signal / cells
fifom.fifo_data: 32
fifom.data_out: 8
rptr_h.read_pointer: 4
wptr_h.write_pointer: 4
rptr_h.empty: 1
rptr_h.read_gray_pointer: 1
sync_rptr.data_mid: 1
sync_rptr.data_out: 1
sync_wptr.data_mid: 1
sync_wptr.data_out: 1
wptr_h.full: 1
wptr_h.write_gray_pointer: 1
report_power, final:
group          switching (W)  leakage [nW]  internal, W  total [W]
Sequential          0.000217         0.559      0.00140    0.00162
Combinational       0.000292         0.256     0.000491   0.000783
Clock               0.000295        0.0710     0.000349   0.000644
Total               0.000803         0.887      0.00224    0.00305
through the flow:
| step | utilization | cell area, µm² | hold slack, ns | instances | total power, W |
|---|---|---|---|---|---|
| after floorplan | - | 2090 | 0.184 | 100 | 0.00213 |
| after global placement | 0.493 | 2400 | 0.336 | 190 | 0.00242 |
| after detailed placement | 0.493 | 2400 | 0.337 | 190 | 0.00244 |
| after CTS | 0.521 | 2540 | 0.354 | 202 | 0.00310 |
| after global routing | 0.521 | 2540 | 0.367 | 202 | 0.00324 |
| final | 0.521 | 2540 | 0.350 | 202 | 0.00305 |
cell type report:
| cell class | count | area (µm²) | area share |
|---|---|---|---|
| Sequential cell | 56 | 1600 | 0.631 |
| Multi-Input combinational cell | 39 | 455 | 0.179 |
| Timing Repair Buffer | 27 | 258 | 0.101 |
| Clock buffer | 11 | 131 | 0.0517 |
| Tap cell | 67 | 83.8 | 0.0330 |
| Clock inverter | 1 | 5.00 | 0.00197 |
| Inverter | 1 | 3.75 | 0.00148 |
cells in the mapped netlist:
master,number,area share
sky130_fd_sc_hd__or3_1,1,0.0030
sky130_fd_sc_hd__mux4_2,8,0.086
sky130_fd_sc_hd__o21ai_1,1,0.0024
sky130_fd_sc_hd__nand2b_2,1,0.0042
sky130_fd_sc_hd__nor3b_1,3,0.011
sky130_fd_sc_hd__dfrtp_1,15,0.18
sky130_fd_sc_hd__and3b_4,1,0.0060
sky130_fd_sc_hd__buf_2,3,0.0072
sky130_fd_sc_hd__nand2_1,1,0.0018
sky130_fd_sc_hd__nand3_4,1,0.0084
sky130_fd_sc_hd__dfstp_2,1,0.013
sky130_fd_sc_hd__nor2_1,1,0.0018
sky130_fd_sc_hd__o31ai_1,1,0.0036
sky130_fd_sc_hd__xnor2_1,6,0.025
sky130_fd_sc_hd__and2_1,1,0.0030
sky130_fd_sc_hd__xnor2_2,1,0.0078
sky130_fd_sc_hd__nand4_1,1,0.0030
sky130_fd_sc_hd__nor4b_4,1,0.011
sky130_fd_sc_hd__nor3_1,1,0.0024
sky130_fd_sc_hd__ha_1,1,0.0060
sky130_fd_sc_hd__nand3_1,2,0.0048
sky130_fd_sc_hd__xor2_2,1,0.0078
sky130_fd_sc_hd__inv_1,1,0.0018
sky130_fd_sc_hd__nor2b_1,2,0.0060
sky130_fd_sc_hd__buf_6,1,0.0054
sky130_fd_sc_hd__xor2_1,3,0.013
sky130_fd_sc_hd__edfxtp_1,40,0.58
cells in the final DEF (no fill, tap or decap), drive strengths merged, types with 2 or more instances in the layout:
cell,Yosys,layout
mux4,8,8
nor2b,2,2
buf,4,5
nand3,3,3
clkdlybuf4s50,0,22
xnor2,7,7
clkbuf,0,11
nor3b,3,3
xor2,4,4
edfxtp,40,40
dfrtp,15,15
cell families (layout without fill, tap and decap cells):
family,Yosys count,count (layout),synth area share
multiplexers,8,8,0.0863
adder cells (fa/ha/maj),1,1,0.00599
buffers and inverters,5,40,0.0144
AND-OR/OR-AND,2,2,0.00599
flip-flops,56,56,0.768
AND/OR/NAND/NOR,17,17,0.0665
XOR/XNOR,11,11,0.0533
worst paths after layout:
kind / endpoint / slack, ns / cells past startpoint
setup / recovery: empty / 0.70 / 1
hold / removal: sync_rptr.data_mid / 0.35 / 0
setup reg to reg: fifom.data_out[2] / 0.88 / 1
hold reg to reg: sync_rptr.data_mid / 0.35 / 0
max in group clk1: fifom.fifo_data[3][3] / 0.72 / 3
max in group asynchronous: rptr_h.empty / 1.59 / 1
min in group clk1: sync_wptr.data_mid / 0.36 / 0
min in group asynchronous: wptr_h.write_pointer[1] / 0.47 / 1
Power and IR drop assume default switching activity.
